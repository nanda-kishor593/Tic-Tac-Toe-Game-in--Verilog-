[flow/design.v]
module tic_tac_toe_game(
     input clock,  
     input reset,  
     input play,  
     input pc,  
     input [3:0] computer_position,player_position, 
     output wire [1:0] pos1,pos2,pos3,
     pos4,pos5,pos6,pos7,pos8,pos9,
     output wire[1:0]who 
     );
 wire [15:0] PC_en; 
 wire [15:0] PL_en;  
 wire illegal_move;  
 wire win;  
 wire computer_play;  
 wire player_play;  
 wire no_space;  
  position_registers position_reg_unit(
      clock,  
      reset,  
      illegal_move,  
      PC_en[8:0],  
      PL_en[8:0],  
      pos1,pos2,pos3,pos4,pos5,pos6,pos7,pos8,pos9 
      );
 winner_detector win_detect_unit(pos1,pos2,pos3,pos4,pos5,pos6,pos7,pos8,pos9,win,who);
 position_decoder pd1(computer_position,computer_play,PC_en);
 position_decoder pd2(player_position,player_play,PL_en); 
  illegal_move_detector imd_unit(
   pos1,pos2,pos3,pos4,pos5,pos6,pos7,pos8,pos9, 
   PC_en[8:0], PL_en[8:0], 
   illegal_move
   );
 nospace_detector nsd_unit(
   pos1,pos2,pos3,pos4,pos5,pos6,pos7,pos8,pos9, 
   no_space
    ); 
 fsm_controller tic_tac_toe_controller(
     clock, 
     reset, 
     play,  
     pc, 
     illegal_move, 
     no_space,  
     win,  
     computer_play,  
     player_play  
     );    
endmodule 
module position_registers(
      input clock,  
      input reset,  
      input illegal_move,  
      input [8:0] PC_en,  
      input [8:0] PL_en,  
      output reg[1:0] pos1,pos2,pos3,pos4,pos5,pos6,pos7,pos8,pos9 
      );
 always @(posedge clock or posedge reset)
 begin
  if(reset) 
   pos1 <= 2'b00;
  else begin
   if(illegal_move==1'b1)
    pos1 <= pos1; 
   else if(PC_en[0]==1'b1)
    pos1 <= 2'b10;  
   else if (PL_en[0]==1'b1)
    pos1 <= 2'b01; 
   else 
    pos1 <= pos1; 
  end 
 end 
 always @(posedge clock or posedge reset)
 begin
  if(reset) 
   pos2 <= 2'b00;
  else begin
   if(illegal_move==1'b1)
    pos2 <= pos2; 
   else if(PC_en[1]==1'b1)
    pos2 <= 2'b10;  
   else if (PL_en[1]==1'b1)
    pos2 <= 2'b01; 
   else 
    pos2 <= pos2; 
  end 
 end 
 always @(posedge clock or posedge reset)
 begin
  if(reset) 
   pos3 <= 2'b00;
  else begin
   if(illegal_move==1'b1)
    pos3 <= pos3; 
   else if(PC_en[2]==1'b1)
    pos3 <= 2'b10;  
   else if (PL_en[2]==1'b1)
    pos3 <= 2'b01; 
   else 
    pos3 <= pos3; 
  end 
 end  
 always @(posedge clock or posedge reset)
 begin
  if(reset) 
   pos4 <= 2'b00;
  else begin
   if(illegal_move==1'b1)
    pos4 <= pos4; 
   else if(PC_en[3]==1'b1)
    pos4 <= 2'b10;  
   else if (PL_en[3]==1'b1)
    pos4 <= 2'b01; 
   else 
    pos4 <= pos4; 
  end 
 end 
 always @(posedge clock or posedge reset)
 begin
  if(reset) 
   pos5 <= 2'b00;
  else begin
   if(illegal_move==1'b1)
    pos5 <= pos5; 
   else if(PC_en[4]==1'b1)
    pos5 <= 2'b10;  
   else if (PL_en[4]==1'b1)
    pos5 <= 2'b01; 
   else 
    pos5 <= pos5; 
  end 
 end 
 always @(posedge clock or posedge reset)
 begin
  if(reset) 
   pos6 <= 2'b00;
  else begin
   if(illegal_move==1'b1)
    pos6 <= pos6; 
   else if(PC_en[5]==1'b1)
    pos6 <= 2'b10;  
   else if (PL_en[5]==1'b1)
    pos6 <= 2'b01; 
   else 
    pos6 <= pos6; 
  end 
 end 
 always @(posedge clock or posedge reset)
 begin
  if(reset) 
   pos7 <= 2'b00;
  else begin
   if(illegal_move==1'b1)
    pos7 <= pos7; 
   else if(PC_en[6]==1'b1)
    pos7 <= 2'b10;  
   else if (PL_en[6]==1'b1)
    pos7 <= 2'b01; 
   else 
    pos7 <= pos7; 
  end 
 end 
 always @(posedge clock or posedge reset)
 begin
  if(reset) 
   pos8 <= 2'b00;
  else begin
   if(illegal_move==1'b1)
    pos8 <= pos8; 
   else if(PC_en[7]==1'b1)
    pos8 <= 2'b10;  
   else if (PL_en[7]==1'b1)
    pos8 <= 2'b01; 
   else 
    pos8 <= pos8; 
  end 
 end 
 always @(posedge clock or posedge reset)
 begin
  if(reset) 
   pos9 <= 2'b00;
  else begin
   if(illegal_move==1'b1)
    pos9 <= pos9; 
   else if(PC_en[8]==1'b1)
    pos9 <= 2'b10;  
   else if (PL_en[8]==1'b1)
    pos9 <= 2'b01; 
   else 
    pos9 <= pos9; 
  end 
 end  
endmodule 
module fsm_controller(
     input clock, 
     input reset, 
     play,  
     pc, 
     illegal_move, 
     no_space,  
     win,  
     output reg computer_play,  
     player_play  
     );
parameter IDLE=2'b00;
parameter PLAYER=2'b01;
parameter COMPUTER=2'b10;
parameter GAME_DONE=2'b11;
reg[1:0] current_state, next_state;
always @(posedge clock or posedge reset) 
begin 
 if(reset)
  current_state <= IDLE;
 else 
  current_state <= next_state;
end 
always @(*)
 begin
 case(current_state)
 IDLE: begin 
  if(reset==1'b0 && play == 1'b1)
   next_state <= PLAYER;  
  else 
   next_state <= IDLE;
  player_play <= 1'b0;
  computer_play <= 1'b0;
 end 
 PLAYER:begin 
  player_play <= 1'b1;
  computer_play <= 1'b0;
  if(illegal_move==1'b0)
   next_state <= COMPUTER;  
  else 
   next_state <= IDLE;
 end 
 COMPUTER:begin 
  player_play <= 1'b0;
  if(pc==1'b0) begin 
   next_state <= COMPUTER;
   computer_play <= 1'b0;
  end
  else if(win==1'b0 && no_space == 1'b0)
  begin 
   next_state <= IDLE;
   computer_play <= 1'b1; 
  end 
  else if(no_space == 1 || win ==1'b1)
  begin 
   next_state <= GAME_DONE;  
   computer_play <= 1'b1; 
  end  
 end 
 GAME_DONE:begin  
  player_play <= 1'b0;
  computer_play <= 1'b0; 
  if(reset==1'b1) 
   next_state <= IDLE; 
  else 
   next_state <= GAME_DONE;  
 end 
 default: next_state <= IDLE; 
 endcase
 end
endmodule 
module nospace_detector(
   input [1:0] pos1,pos2,pos3,pos4,pos5,pos6,pos7,pos8,pos9, 
   output wire no_space
    );
wire temp1,temp2,temp3,temp4,temp5,temp6,temp7,temp8,temp9;
assign temp1 = pos1[1] | pos1[0];
assign temp2 = pos2[1] | pos2[0];
assign temp3 = pos3[1] | pos3[0];
assign temp4 = pos4[1] | pos4[0];
assign temp5 = pos5[1] | pos5[0];
assign temp6 = pos6[1] | pos6[0];
assign temp7 = pos7[1] | pos7[0];
assign temp8 = pos8[1] | pos8[0];
assign temp9 = pos9[1] | pos9[0];
assign no_space =((((((((temp1 & temp2) & temp3) & temp4) & temp5) & temp6) & temp7) & temp8) & temp9);
endmodule 
module illegal_move_detector(
   input [1:0] pos1,pos2,pos3,pos4,pos5,pos6,pos7,pos8,pos9, 
   input [8:0] PC_en, PL_en, 
   output wire illegal_move
   );
wire temp1,temp2,temp3,temp4,temp5,temp6,temp7,temp8,temp9;
wire temp11,temp12,temp13,temp14,temp15,temp16,temp17,temp18,temp19;
wire temp21,temp22;
assign temp1 = (pos1[1] | pos1[0]) & PL_en[0];
assign temp2 = (pos2[1] | pos2[0]) & PL_en[1];
assign temp3 = (pos3[1] | pos3[0]) & PL_en[2];
assign temp4 = (pos4[1] | pos4[0]) & PL_en[3];
assign temp5 = (pos5[1] | pos5[0]) & PL_en[4];
assign temp6 = (pos6[1] | pos6[0]) & PL_en[5];
assign temp7 = (pos7[1] | pos7[0]) & PL_en[6];
assign temp8 = (pos8[1] | pos8[0]) & PL_en[7];
assign temp9 = (pos9[1] | pos9[0]) & PL_en[8];
assign temp11 = (pos1[1] | pos1[0]) & PC_en[0];
assign temp12 = (pos2[1] | pos2[0]) & PC_en[1];
assign temp13 = (pos3[1] | pos3[0]) & PC_en[2];
assign temp14 = (pos4[1] | pos4[0]) & PC_en[3];
assign temp15 = (pos5[1] | pos5[0]) & PC_en[4];
assign temp16 = (pos6[1] | pos6[0]) & PC_en[5];
assign temp17 = (pos7[1] | pos7[0]) & PC_en[6];
assign temp18 = (pos8[1] | pos8[0]) & PC_en[7];
assign temp19 = (pos9[1] | pos9[0]) & PC_en[8];
assign temp21 =((((((((temp1 | temp2) | temp3) | temp4) | temp5) | temp6) | temp7) | temp8) | temp9);
assign temp22 =((((((((temp11 | temp12) | temp13) | temp14) | temp15) | temp16) | temp17) | temp18) | temp19);
assign illegal_move = temp21 | temp22 ;
endmodule 
module position_decoder(input[3:0] in, input enable, output wire [15:0] out_en);
 reg[15:0] temp1;
 assign out_en = (enable==1'b1)?temp1:16'd0;
 always @(*)
 begin
 case(in)
 4'd0: temp1 <= 16'b0000000000000001;
 4'd1: temp1 <= 16'b0000000000000010; 
 4'd2: temp1 <= 16'b0000000000000100;
 4'd3: temp1 <= 16'b0000000000001000;
 4'd4: temp1 <= 16'b0000000000010000;
 4'd5: temp1 <= 16'b0000000000100000;
 4'd6: temp1 <= 16'b0000000001000000;
 4'd7: temp1 <= 16'b0000000010000000;
 4'd8: temp1 <= 16'b0000000100000000;
 4'd9: temp1 <= 16'b0000001000000000;
 4'd10: temp1 <= 16'b0000010000000000;
 4'd11: temp1 <= 16'b0000100000000000;
 4'd12: temp1 <= 16'b0001000000000000;
 4'd13: temp1 <= 16'b0010000000000000;
 4'd14: temp1 <= 16'b0100000000000000;
 4'd15: temp1 <= 16'b1000000000000000;
 default: temp1 <= 16'b0000000000000001; 
 endcase 
end 
endmodule 
module winner_detector(input [1:0] pos1,pos2,pos3,pos4,pos5,pos6,pos7,pos8,pos9, output wire winner, output wire [1:0]who);
wire win1,win2,win3,win4,win5,win6,win7,win8;
wire [1:0] who1,who2,who3,who4,who5,who6,who7,who8;
winner_detect_3 u1(pos1,pos2,pos3,win1,who1); 
winner_detect_3 u2(pos4,pos5,pos6,win2,who2); 
winner_detect_3 u3(pos7,pos8,pos9,win3,who3); 
winner_detect_3 u4(pos1,pos4,pos7,win4,who4); 
winner_detect_3 u5(pos2,pos5,pos8,win5,who5); 
winner_detect_3 u6(pos3,pos6,pos9,win6,who6); 
winner_detect_3 u7(pos1,pos5,pos9,win7,who7); 
winner_detect_3 u8(pos3,pos5,pos6,win8,who8); 
assign winner = (((((((win1 | win2) | win3) | win4) | win5) | win6) | win7) | win8);
assign who = (((((((who1 | who2) | who3) | who4) | who5) | who6) | who7) | who8);
endmodule 
module winner_detect_3(input [1:0] pos0,pos1,pos2, output wire winner, output wire [1:0]who);
wire [1:0] temp0,temp1,temp2;
wire temp3;
assign temp0[1] = !(pos0[1]^pos1[1]);
assign temp0[0] = !(pos0[0]^pos1[0]);
assign temp1[1] = !(pos2[1]^pos1[1]);
assign temp1[0] = !(pos2[0]^pos1[0]);
assign temp2[1] = temp0[1] & temp1[1];
assign temp2[0] = temp0[0] & temp1[0];
assign temp3 = pos0[1] | pos0[0];
assign winner = temp3 & temp2[1] & temp2[0];
assign who[1] = winner & pos0[1];
assign who[0] = winner & pos0[0];
endmodule
[flow/run.sh]
#!/bin/bash
# OpenROAD 26Q1-2900-gdf79404cd8, Yosys 0.63+post, stock flow scripts
make -C /OpenROAD-flow-scripts/flow DESIGN_CONFIG=/design/flow/config.mk WORK_HOME=/design/flow/orfs finish
[flow/config.mk]
export PLATFORM = sky130hd
export DESIGN_NAME = tic_tac_toe_game
export DESIGN_NICKNAME = tic_tac_toe_game
export VERILOG_FILES = /design/flow/design.v
export SDC_FILE = /design/flow/constraint.sdc
export NUM_CORES = 4
export LEC_CHECK = 1
export CORE_UTILIZATION = 30
[flow/constraint.sdc]
current_design tic_tac_toe_game

set clk_period 4.9
set clk_io_pct 0.2

create_clock -name clk0 -period $clk_period [get_ports {clock}]

set non_clock_inputs [all_inputs -no_clocks]
set_input_delay [expr $clk_period * $clk_io_pct] -clock clk0 $non_clock_inputs
set_output_delay [expr $clk_period * $clk_io_pct] -clock clk0 [all_outputs]
==> results_dict.tcl <==
# metrics dict for downstream scripts
set metrics [dict create \
    run_status "finished, final reports clean" \
    ctsRootBufferMaster "sky130_fd_sc_hd__clkbuf_8" \
    floorplanUtilization_pct 31.7 \
    ios 32 \
    grt_pass1_wl_mm 7.78 \
    wl_per_cell_um 15.9 \
    final_core_utilization_pct 38.7 \
    routed_via_density 5.62 \
    lay_top_cells "sky130_fd_sc_hd__clkdlybuf4s50_1 (31), sky130_fd_sc_hd__dfrtp_1 (20), sky130_fd_sc_hd__nor3_1 (14)" \
    worst-endpoint-required_ps 3920 \
    drt_pre_antenna_iters 4 \
    synthesis.area_um2 1640 \
    yosys-stat-area_um2 1640 \
    htree_num_levels 1 \
    lay_top_count "sky130_fd_sc_hd__clkdlybuf4s50_1" \
    static-leakage-power_nw 0.858 \
    enable_flop_cells 0 \
    final_area_um2 2000 \
    untimed_endpoints 3 \
    synthesis.area_per_instance_um2 8.68 \
    register_pins_left_without_a_clock 3 \
    fin_cells 281 \
    synth_top_area_share_pct 30.5 \
    largest_area_cell "sky130_fd_sc_hd__dfrtp_1" \
    worstReg2RegStart "tic_tac_toe_controller.current_state[0]" \
    type_of_element_capturing_the_critical_path "primary output" \
    fp.dieArea_um2 5770 \
    wirelength_mm 4.48 \
    dieHeight_um 75.9 \
    synth.ff_latch_count 23 \
    grt_antenna_before_repair 0 \
    cts-buffers-inserted 3 \
    tightestPinTransition_ps 568 \
    critical_path.reg2reg.endpoint "tic_tac_toe_controller.current_state[1]" \
    globalRouteTotalUtil_pct 16.8 \
    final_max_slew_viol_count 0 \
    powerDensity_nw_per_um2 271 \
    cts.repair_timing.setup_buffer_count 0 \
    rows 26 \
    final_layout_size_suffix_gt1_share_pct 7.58 \
    yosys_warnings 3 \
    r2r_setup_slack_ps 2200 \
    crit_start "position_reg_unit.pos1[0]" \
    setup_viol 0 \
    cts_tree "built" \
    ctsHoldBuffers 0 \
    syn_to_final_growth_pct 22.0 \
    worstPathArrival_ps 2530 \
    first_iter_violations 108 \
    fin_hold_viols 0 \
    synth-main-ff-cell "sky130_fd_sc_hd__dfrtp_1" \
    clk-insertion-delay-late_ps 250 \
    achievable-frequency_ghz 0.285 \
    grt_overflow_total 0 \
    ys_types 54 \
    worst_setup_hold_path_clk_slew_ps 70 \
    power_total_uw 543 \
    maxSlewHeadroom_pct 61.8 \
    drc 0 \
    coreArea_um2 5170 \
    startpoint_type "flop" \
    detailed_place.area_um2 1960 \
    grt_pass1_vias 1506 \
    ys_async_sr_fraction_pct 87.0 \
    antenna-diode-count 0 \
    dieWidth_um 75.9 \
    vdd_drop_max_uv 121 \
    vias 1580 \
    final.period_utilization_pct 71.6 \
    ys_cells 189 \
    rsz0062_at_grt "false" \
    setup_total_negative_slack_ps 0 \
    syn-instance-count 189 \
    hpwl_mm 3.32 \
    postLayoutSetupSlackWorst_ps 1390 \
    hp-class "flop to flop" \
    post_synth_main_area_contributors "sky130_fd_sc_hd__dfrtp_1 (31%), sky130_fd_sc_hd__nor3_1 (4.3%), sky130_fd_sc_hd__and3_1 (4.2%)" \
    rr_worst_depth 10 \
    warnings 25 \
    cts-resized-gates 0 \
    route.antenna.remaining_nets 0 \
    endpoint "who[0]" \
    min_period_ps 3510 \
    fin_hold_ws_ps 667 \
    critPathKind "flop to primary output" \
    numPlacedInstances 278 \
    final.setup_skew_ps 1.79 \
    crit_fanout 10 \
    port-buffer-count 31 \
    drv.max_cap_violation_count 0 \
    gp_congestion 0.909 \
    dpl_worst_slack_ps 1270 \
    max-clock-path-buffers 2 \
    maximum_number_of_pins_on_one_net_before_global_route_repair 23 \
]
[worst max-delay path: stages, from the launching register on]
cell and delay, ps:
sky130_fd_sc_hd__dfrtp_1 530, sky130_fd_sc_hd__and3_1 260, sky130_fd_sc_hd__o22ai_1 160, sky130_fd_sc_hd__a21oi_1 90
sky130_fd_sc_hd__or3_1 460, sky130_fd_sc_hd__a221o_1 370, sky130_fd_sc_hd__clkdlybuf4s50_1 400
[synthesized netlist by cell type (3+ instances only)]
library cell	number
sky130_fd_sc_hd__nor3_1	14
sky130_fd_sc_hd__buf_6	3
sky130_fd_sc_hd__nor2b_1	6
sky130_fd_sc_hd__nand2b_1	4
sky130_fd_sc_hd__a21oi_1	4
sky130_fd_sc_hd__and3_1	11
sky130_fd_sc_hd__nand2_1	11
sky130_fd_sc_hd__o21bai_1	4
sky130_fd_sc_hd__a41oi_1	4
sky130_fd_sc_hd__a31oi_1	5
sky130_fd_sc_hd__dlxtn_1	3
sky130_fd_sc_hd__nand3_1	9
sky130_fd_sc_hd__clkbuf_1	5
sky130_fd_sc_hd__or3_1	4
sky130_fd_sc_hd__buf_2	5
sky130_fd_sc_hd__o21ai_0	6
sky130_fd_sc_hd__nor2_1	13
sky130_fd_sc_hd__a41o_1	5
sky130_fd_sc_hd__dfrtp_1	20
sky130_fd_sc_hd__inv_1	6
[logic make-up (layout without fill, tap and decap cells)]
family                 Yosys count  count (layout)  share of synthesized area [%]
muxes                            2               2                           2.75
and+or+nand+nor                 93              93                           33.4
AOI/OAI and AO/OA               49              49                           23.3
other                            1               3                          0.229
latches                          3               3                           2.75
buffers and inverters           21              41                           7.02
DFF                             20              20                           30.5
[cell type report]
type	count	area [um2]
multi-input combinational	147	987
clock buffer	3	41.3
sequential	23	546
fill	519	3170
tap	70	87.6
inverter	6	22.5
timing repair buffer	32	318
[metal layers]
metal | GRT usage (%) | up-vias | wire length, um
met5 | 0 | - | 0
met4 | 1.92 | 0 | 31
met3 | 2.69 | 4 | 311
met2 | 24.5 | 57 | 2000
met1 | 27.6 | 747 | 2140
li1 | - | 772 | -
[worst min-delay path by stage]
stage                              from  depth (start not counted)  slack, ps                         to
CTS           position_reg_unit.pos2[1]                          1        660  position_reg_unit.pos2[1]
global route  position_reg_unit.pos2[1]                          1        710  position_reg_unit.pos2[1]
finish        position_reg_unit.pos2[1]                          1        670  position_reg_unit.pos2[1]
[sequential cells by signal, summed over array words and instances, names as in the netlist]
signal / cells
position_reg_unit.pos1: 2
position_reg_unit.pos2: 2
position_reg_unit.pos3: 2
position_reg_unit.pos4: 2
position_reg_unit.pos5: 2
position_reg_unit.pos6: 2
position_reg_unit.pos7: 2
position_reg_unit.pos8: 2
position_reg_unit.pos9: 2
tic_tac_toe_controller.computer_play: 1
tic_tac_toe_controller.current_state: 2
tic_tac_toe_controller.next_state: 2
[report_power, final]
group	internal [mW]	switching, mW	total (mW)
sequential	0.190	0.0670	0.257
combinational	0.109	0.0695	0.179
clock	0.0547	0.0530	0.108
Power figures rest on the tool's default switching activity, not on a simulated workload.
